===== config.mk =====
export PLATFORM = sky130hd
export DESIGN_NAME = register
export DESIGN_NICKNAME = register
export VERILOG_FILES = /design/flow/design.v
export SDC_FILE = /design/flow/constraint.sdc
export NUM_CORES = 4
export LEC_CHECK = 1
export CORE_UTILIZATION = 50

===== constraint.sdc =====
current_design register

set clk_period 8.5
set clk_io_pct 0.2

create_clock -name clk0 -period $clk_period [get_ports {clk}]

set non_clock_inputs [all_inputs -no_clocks]
set_input_delay [expr $clk_period * $clk_io_pct] -clock clk0 $non_clock_inputs
set_output_delay [expr $clk_period * $clk_io_pct] -clock clk0 [all_outputs]

===== design.v =====
module register (
    input wire clk,
    input wire rst,
    input wire write_enable,
    input wire[4:0] write_address,
    input wire [31:0] write_value,
    input wire read_enable1,
    input wire[4:0] rs1_address,
    output reg[31:0] rs1_value,
    input wire read_enable2,
    input wire[4:0] rs2_address,
    output reg[31:0] rs2_value
);
    reg[31:0]    regs[0:32 - 1];
integer i;
    always @(posedge clk) begin
        if(rst == 1'b0)begin
            if((write_enable == 1'b1) && write_address != 5'h0)begin
                regs[write_address] <= write_value;
            end
        end else begin
            for (i = 0 ; i < 32 ; i = i + 1)begin
                regs[i] <= 32'b0;
            end
        end
    end
    always @(*) begin
        if(rst == 1'b1)begin
            rs1_value = 32'b0;
        end else if (rs1_address == 5'h0)begin 
            rs1_value = 32'b0;
        end else if((rs1_address == write_address) && (read_enable1 == 1'b1) && (write_enable == 1'b1))begin
            rs1_value = write_value;
        end else if(read_enable1 == 1'b1) begin
            rs1_value = regs[rs1_address];
        end else begin
            rs1_value = 32'b0;
        end
    end
always @(*) begin
        if(rst == 1'b1)begin
            rs2_value = 32'b0;
        end else if (rs2_address == 5'h0)begin 
            rs2_value = 32'b0;
        end else if((rs2_address == write_address) && (read_enable2 == 1'b1) && (write_enable == 1'b1))begin
            rs2_value = write_value;
        end else if(read_enable2 == 1'b1) begin
            rs2_value = regs[rs2_address];
        end else begin
            rs2_value = 32'b0;
        end
    end
endmodule

===== run.sh =====
#!/bin/bash
# OpenROAD 26Q1-2900-gdf79404cd8, Yosys 0.63+post, stock flow scripts
make -C /OpenROAD-flow-scripts/flow DESIGN_CONFIG=/design/flow/config.mk WORK_HOME=/design/flow/orfs finish

==> run summary <==
flow finished, numbers: Main logic family multiplexers, CTS Sinks 1024, Non-Filler Instances 7055, CTS resizes 0, Simple-Gate Area Share 16.8%, leak pwr 0.0182 uW, GRT Total Usage around two fifths, largest net degree at the start of global routing 148, CTS buffer count 109, YS warnings 1, PwrDens 184 nW/um^2, fin worst setup slack 1.21 ns, cell count after synthesis 5846, vias in the first global route roughly 45000, commonest non-fill, non-tap cell in the layout nand2_1, yosys xor share 0.170%, drt initial violations 3872, EDFF count, synth 0, Largest Register regs, vias per std cell 6.44, Setup crit start kind input pin, maximum clock frequency 137 MHz, Adders+Majority by Area 0%, Detailed Place HPWL 110 mm, Finished Cell Area ~57000 um^2, crit path max fanout 32, layout filler cell count a little under 9000, htree depth 3, clock skew 0 ns, relative slew slack approximately 20%, # hold bufs at CTS 0, drc violations 0, Top cell area share 39.8%, final hold violation count 0, grt ovf 0, DRT Pass-1 Iters 8, row count 117, final tally of max-slew violations 0, ys flop type dfxtp_1, max reg flops between 1000 and 1500, Final Total Pwr roughly 11000 uW, Final Wtd Congestion 0.923, Setup Crit Path Kind in -> out, clock buffer depth 3, Log Warnings 30, IO Count 116, placed insts 6855, Worst Tran Pin Value 1.19 ns, Chip Area 104000 um^2, aggregate routed wire length around 200 mm, CP Capture Type output pin, Root Buffer clkbuf_16, Die Y 323 um, Registers, synthesis 1024, # diodes 0, Post-Syn Area 51600 um^2, via count 45400, type of the worst min-delay path reg -> reg, area fraction in mux cells 23.6%, Reg clk slew, reported paths approximately 0.06 ns, first-pass GRT wire length roughly 290 mm, dpl ws 1.55 ns, storage element area 20500 um^2, layout cells sized above 1 roughly 16%, Largest regs regs: 1024 flops, Final Cycle Share 85.8%, Worst EP arrival between 5 and 6 ns, P&R area growth vs syn 10.9%, Synth Seq Share 39.8%, initial antenna violation count 4, synthesis area per yosys ~52000 um^2, Routed Antenna Nets 0, setup repair after global routing missed its margin false, logic area 28800 um^2, synth top area cells dfxtp_1, mux4_2, nand2_1, Post-CTS Setup Inserts 0, tally of unique sky130hd cells used after synthesis 41, Final min period approximately 7.3 ns, Synth area leader dfxtp_1, CTS tree done, yosys stat cell total 5846, status finished, final reports clean, Starting Density between 50% and 60%, IO Port Bufs 115, area of the core 102000 um^2, Die X-Extent 323 um, clock latency on the worst-skew pair 0.69 ns, ao+oa area frac 14.6%, Worst VDD drop 0.184 mV, syn_area_per_cell about 8.8 um^2, final setup vio count 0, Critical Path RT 6.80 ns, maxcap violations 0, routed len/inst 28.5 um, setup tns final 0 ns, cell area after placement around 54000 um^2, asr flop ratio synth 0%, Top Layout Cells nand2_1, a21oi_1, dfxtp_1
cell type report:
type,instances,area share (%)
Inverter,5,0.0328
Clock inverter,38,0.747
Tap cell,1368,2.99
Clock buffer,162,5.62
Timing Repair Buffer,274,4.31
Sequential cell,1024,35.9
Multi-Input combinational cell,4184,50.4
worst max-delay path: stages:
cell             delay [ns]
clkdlybuf4s50_1        1.00
xnor2_1                0.16
nand4_1                0.24
o2111ai_4              0.14
buf_4                  0.38
nor3_1                 1.04
a221o_1                0.38
clkdlybuf4s50_1        0.52
synth_stat cells (4+ instances only):
master and n:
nand3_1 4, nand2b_1 5, mux4_2 485, o221ai_1 60, buf_1 25, inv_1 4
or2_2 4, dfxtp_1 1024, clkbuf_2 27, buf_4 7, a21oi_1 1056, and2_1 4
o22ai_1 90, mux2i_1 123, nor2_1 61, buf_2 79, nor2b_1 70, a211oi_1 4
nand2_1 2022, clkbuf_1 485, xnor2_1 10, a211o_1 32, buf_6 10, nor3_1 40
a22oi_1 64, a221o_1 32
final timing paths:
path / startpoint / endpoint / slack [ns] / cells after the start
setup / recovery: write_address[1] / rs2_value[4] / 1.21 / 8
hold / removal: regs[22][2] / regs[22][2] / 0.46 / 2
setup reg to reg: regs[27][17] / regs[27][17] / 7.82 / 2
hold reg to reg: regs[22][2] / regs[22][2] / 0.46 / 2
report_power, final:
group | total, uW | switching (uW) | internal [uW]
Combinational | 795 | 559 | 236
Clock | 4910 | 2040 | 2870
Sequential | 4830 | 13.1 | 4820
Total | 10500 | 2610 | 7920
stage by stage:
step | hold slack [ns] | util, %
after floorplan | 0.443 | -
after global placement | 0.449 | 52.4
after detailed placement | 0.454 | 52.4
after CTS | 0.462 | 56.0
after global routing | 0.481 | 56.0
final | 0.463 | 56.0
cell families (layout without fill, tap and decap cells):
| logic type | count (synthesis) | in the layout |
|---|---|---|
| simple gates | 2223 | 2223 |
| compound gates | 1343 | 1343 |
| flops | 1024 | 1024 |
| buf+inv | 638 | 479 |
| mux | 608 | 608 |
| xor+xnor | 10 | 10 |
layer usage:
| metal | GRT usage [%] | vias to the layer above | wire length, um |
|---|---|---|---|
| met5 | 1.85 | - | 181 |
| met4 | 16.5 | 10 | 10600 |
| met3 | 21.3 | 631 | 29200 |
| met2 | 59.4 | 2638 | 89600 |
| met1 | 54.0 | 22100 | 71500 |
| li1 | - | 20000 | - |
Power is estimated from default activity; no workload was simulated.
