File: flow/run.sh
#!/bin/bash
# OpenROAD 26Q1-2900-gdf79404cd8, Yosys 0.63+post, stock flow scripts
make -C /OpenROAD-flow-scripts/flow DESIGN_CONFIG=/design/flow/config.mk WORK_HOME=/design/flow/orfs finish
File: flow/config.mk
export PLATFORM = sky130hd
export DESIGN_NAME = memory_control
export DESIGN_NICKNAME = memory_control
export VERILOG_FILES = /design/flow/design.v
export SDC_FILE = /design/flow/constraint.sdc
export NUM_CORES = 4
export LEC_CHECK = 1
export CORE_UTILIZATION = 30
export SYNTH_MEMORY_MAX_BITS = 65536
File: flow/constraint.sdc
current_design memory_control

set clk_period 81.8
set clk_io_pct 0.2

create_clock -name clk0 -period $clk_period [get_ports {clk_in}]

set non_clock_inputs [all_inputs -no_clocks]
set_input_delay [expr $clk_period * $clk_io_pct] -clock clk0 $non_clock_inputs
set_output_delay [expr $clk_period * $clk_io_pct] -clock clk0 [all_outputs]
File: flow/design.v
module memory_control (
    input wire clk_in,
    input wire rst_in,
    input wire jump_or_not_in,
    input wire mem_read_or_write_in,
    input wire mem_enable_in,
    input wire[2:0] mem_width_in,
    input wire[31:0] mem_target_data_in,
    input wire[31:0] mem_address_in, 
    output reg mem_enable_out,
    output reg[31:0] mem_rdata_out,
    output reg mem_busy_out,
    input wire inst_enable_in,
    input wire[31:0] inst_address_in,
    output reg[31:0] inst_data_out,
    output reg inst_enable_out,
    output reg inst_busy_out,
    input wire[7:0] ram_data_in,
    output wire[7:0] ram_data_out,
    output wire[31:0] ram_address_out,
    output wire ram_wr, 
    input wire hci_if_full
);
wire[31:0] address;
reg[7:0] ldata[3:0];
wire[7:0] sdata[3:0];
reg[2:0] status;
wire[2:0] number;
reg[1:0] hci_status;
assign sdata[0] = mem_target_data_in[7:0];
assign sdata[1] = mem_target_data_in[15:8];
assign sdata[2] = mem_target_data_in[23:16];
assign sdata[3] = mem_target_data_in[31:24];
reg[31:0] dcache_data[128 - 1 : 0];
reg[9:0] dcache_tag[128 - 1 : 0];
reg[128 - 1 : 0] dcache_valid;
integer i;
initial begin
    for(i = 0 ; i < 128 ; i = i + 1)begin
        dcache_valid[i] <= 0;
        end
end
assign number = mem_enable_in == 1'b1 ? mem_width_in : (inst_enable_in == 1'b1 ? 4 : 0);
assign address = mem_enable_in == 1'b1 ? mem_address_in : inst_address_in;
assign ram_data_out = status == 3'b100 ? 32'b0 : sdata[status];
assign ram_address_out = address + status;      
assign ram_wr = mem_enable_in == 1'b1 ? (status == number ? 1'b0 : mem_read_or_write_in ) : 1'b0;
always @(posedge clk_in) begin
    if(rst_in == 1'b1 || (jump_or_not_in && !mem_enable_in))begin
        hci_status <= 2'b11;
        status <= 0;
        inst_busy_out <= 1'b0;
        mem_busy_out <= 1'b0;
        inst_enable_out <= 1'b0;
        mem_enable_out <= 1'b0;
        ldata[0] <= 0;
        ldata[1] <= 0;
        ldata[2] <= 0;
        ldata[3] <= 0;
    end else if(number && !ram_wr)begin 
        if(dcache_tag[mem_address_in[6:0]] == mem_address_in[16:7] && dcache_valid[mem_address_in[6:0]])begin
            inst_data_out <= dcache_data[mem_address_in[6:0]];
        end
        if(status == 0)begin
            mem_enable_out <= 1'b0;
            inst_enable_out <= 1'b0;
            status <= status + 1;
            mem_busy_out <= !mem_enable_in;
            inst_busy_out <= mem_enable_in;
        end else if(status < number)begin
            ldata[status - 1] <= ram_data_in;
            status <= status + 1;
        end else begin
            if(mem_enable_in == 1'b1)begin
                mem_enable_out <= 1'b1;
                case(mem_width_in)
                3'b001:mem_rdata_out <= ram_data_in;
                3'b010:mem_rdata_out <= {ram_data_in,ldata[0]};
                3'b100:mem_rdata_out <= {ram_data_in,ldata[2],ldata[1],ldata[0]};
                endcase
            end else begin
                inst_data_out <= {ram_data_in,ldata[2],ldata[1],ldata[0]};
                inst_enable_out <= 1'b1;
            end
            status <= 0;
        end
    end else if(number && ram_wr)begin 
        if(mem_address_in[17:16] != 2'b11)begin
            dcache_valid[mem_address_in[6:0]] <= 1'b1;
            dcache_tag[mem_address_in[6:0]] <= mem_address_in[16:7];
            dcache_data[mem_address_in[6:0]] <= mem_target_data_in;
            if(status == 0)begin
                inst_busy_out <= 1'b1;
                inst_enable_out <= 1'b0;
                mem_busy_out <= 1'b0;
                mem_enable_out <= 1'b0;
            end 
            if(status == number - 1)begin 
                mem_enable_out <= 1'b1;
                status <= 0;
            end else begin
                status <= status + 1;
            end
        end else begin
            if(hci_status != 2'b00)begin
                hci_status <= hci_status - 1;
            end else begin
                if(hci_if_full == 1'b0)begin
                    if(status == 0)begin
                        inst_busy_out <= 1'b1;
                        inst_enable_out <= 1'b0;
                        mem_busy_out <= 1'b0;
                        mem_enable_out <= 1'b0;
                    end 
                    if(status == number - 1)begin 
                        mem_enable_out <= 1'b1;
                        status <= 0;
                    end else begin
                        status <= status + 1;
                    end
                    hci_status <= 2'b11;
                end
            end
        end
    end else begin
        mem_busy_out <= 1'b0;
        mem_enable_out <= 1'b0;
        inst_busy_out <= 1'b0;
        inst_enable_out <= 1'b0;
    end
end
endmodule
==> reports/results.tsv <==
metric	value	unit
status	complete, but fails checks	
failing checks	capacitance limit, slew limit	
final wirelength	828	mm
Init Core Util	30.2	%
FFs w/ async S/R, synth	0	%
max-capacitance violation count	1	
switch share	23.5	%
Die Size	717000	um2
WL/cell	36.5	um
path depth of the worst reg2reg path	13	
antenna violations before repair	97	
final setup violating endpoints	0	
warnings from Yosys	1	
total grt overflow	0	
RSZ-0062 raised after global routing	false	
num ports	223	
IO Port Bufs	222	
post-cts hold-fix buffer tally	0	
Crit. Startpoint	mem_address_in[0]	
data arrival time of the worst path	20590	ps
Critical Path Fanout Max	42	
Avg Inst Size Synth	18.1	um2
chip area in the Yosys report	214000	um2
Sw Pwr	1.43	mW
H-tree lvl count	6	
launching element type of the critical path	input port	
Setup Skew	73.6	ps
cts bufs inserted	581	
buffer count from post-CTS setup fixing	0	
clk latency late pin	1160	ps
Critical Path Sink	ram_address_out[28]	
max-slew violations	2	
internal power	4.65	mW
post-route ant nets	0	
Layout area overhead	16.8	%
first-pass GRT wire length	1110	mm
layout cell share with drive strength beyond 1	17.7	%
placed cells	21500	
Post-Syn Instances	11800	
CTS tree	yes	
flop2flop setup slack	76140	ps
die width	847	um
vias	128000	
setup ws final	44850	ps
number of global-route vias before repair	130000	
Least-Margin Pin Slew	1550	ps
r2r startpoint	dcache_tag[75][5]	
Initial DRC Count	11100	
register share after synthesis	78.5	%
library cells used by synthesis	96	
Clock Tree Buf Depth	4	
Syn Std Cell Area	214000	um2
Root Buffer	clkbuf_16	
Worst setup EP type	primary output	
drt pass-1 iters	6	
Most common reg cell	edfxtp_1	
leak pwr	77.4	nW
worst hold path class	reg -> reg	
Clk pwr share	41.4	%
DP HPWL	512	mm
Reg clk slew, reported paths	60	ps
Hold Fails Final Rpt	0	
core area	709000	um2
pre-CTS WS	44890	ps
Clock Sink Count	5601	
routed vias/inst	5.63	
fin cells	22700	
Seq pwr share	52.0	%
number of cells in Yosys stat	11800	
period utilization	45.2	%
Final Total Pwr	6.09	mW
Yosys reg bits	5601	
tally of OpenROAD warnings	42	
total track usage	24.2	%
r2r endpoint	inst_data_out[5]	
Rows	309	
Crit Path Category	in -> out	
hold-critical path depth	2	
Rel. slew slack	-3.73	%
Fin Setup TNS	0	ps
pwr dens	24.3	nW/um2
fin crit period	36950	ps
Comb pwr share	6.6	%
routability cong.	1.01	
EDFF count, synth	5592	
Residual DRC	0	
hold slack	494	ps
post_cts resized	0	
largest net degree at the start of global routing	131	
Max IR drop VDD	0.0266	mV
data required time at the worst endpoint	65440	ps
Die Span Y	847	um
FMAX	27.1	MHz
## per-layer routing
metal  GRT usage, %  share of wire [%]
met3           24.8                 23
met1           22.3                 28
met5           9.56                1.0
met2           32.1                 42
met4           13.5                7.1
## cell usage in the layout, fill, tap and decap left out, types with 37 or more instances in the layout
cell             count
a211oi_1            37
clkdlybuf4s50_1    172
o21bai_1           130
and2_1              47
mux4_2             219
diode_2            122
clkinv_2            82
a221oi_1           502
a21oi_1            398
a22o_1             248
o22ai_1            100
mux2_2             229
clkbuf_16          588
nand2_1            324
o221ai_1            82
o21ai_0            268
clkinv_1           140
mux2i_1            555
nor2_1             307
o211ai_1            42
a221o_1             52
buf_4              834
nor2_4             133
a31oi_1            191
clkbuf_1           142
nand4_1            113
nor3_1              40
edfxtp_1          5592
nand3_1             66
a22oi_1            782
## logic make-up after synthesis
group	share of synthesized area (%)
and+or+nand+nor	2.59
muxes	6.16
adders and majority gates	0.109
buffers and inverters	1.85
DFF	78.5
AOI/OAI and AO/OA	10.6
xor gates and xnor gates	0.205
## flip-flops by register name, indices dropped and copies added (netlist names)
signal,flops
status,3
dcache_data,4096
dcache_valid,128
mem_rdata_out,32
ldata,24
mem_enable_out,1
inst_enable_out,1
inst_busy_out,1
dcache_tag,1280
inst_data_out,32
hci_status,2
mem_busy_out,1
## cells in the mapped netlist (39+ instances only)
master,n,area [um2]
nand4_1,113,707
mux2i_1,555,5560
buf_1,165,619
and2_1,49,307
a31oi_1,192,1200
o21ai_0,280,1400
a22oi_1,782,5870
o21bai_1,131,983
nand3_1,66,330
o211ai_1,42,315
buf_4,58,435
o22ai_1,100,626
buf_2,137,686
mux2_2,229,2580
nor3_1,44,220
nor2_1,444,1670
edfxtp_1,5592,168000
clkbuf_1,388,1460
a221o_1,52,521
a21oi_1,403,2020
nand2_1,339,1270
o221ai_1,82,718
mux4_2,219,4930
a221oi_1,502,4400
a22o_1,248,2170
buf_6,39,439
## power groups by stage
stage | sequential [mW] | clock (mW) | combinational [mW]
5_1_grt | 3.16 | 2.64 | 0.408
4_1_cts | 3.16 | 2.53 | 0.382
6_report | 3.16 | 2.52 | 0.402
## critical path: stages
cell	delay, ps
buf_16	250
mux2_2	240
ha_1	170
inv_1	70
fa_1	430
nor2b_1	210
o221ai_1	260
a211oi_1	470
and3_1	370
nor2b_1	360
nand2_1	140
nor2_1	230
nand2_1	100
xor2_1	150
mux2i_1	140
clkdlybuf4s50_1	500
## stage by stage
step / utilization [%] / instance area [um2]
4_1_cts: 35.2 / 250000
6_report: 35.3 / 250000
5_1_grt: 35.2 / 250000
3_5_place_dp: 32.7 / 232000
2_1_floorplan: - / 214000
3_3_place_gp: 32.7 / 232000
## layout make-up
cell class                      instances  area, um2
Antenna cell                          122        305
Clock buffer                          730      15200
Clock inverter                        307       2550
Fill cell                           64900     459000
Inverter                               20       95.1
Multi-Input combinational cell       5373      43400
Sequential cell                      5601     168000
Tap cell                             9485      11900
Timing Repair Buffer                 1040       8560
## how the worst min path moves through the flow
stage                    from               to  slack, ps
CTS           inst_enable_out  inst_enable_out        490
global route    hci_status[1]    hci_status[1]        520
finish        inst_enable_out  inst_enable_out        490
Power is estimated from default activity; no workload was simulated.
