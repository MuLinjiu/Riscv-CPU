==> /design/flow/design.v <==
module ICACHE (
    input wire rst_in,
    input wire clk_in,
    input wire inst_busy_in,
    input wire inst_enable_in,
    input wire[31:0] inst_data_in,
    output reg inst_read_out,
    output wire[31:0] inst_address_out,
    input wire inst_read_in,
    input wire[31:0] inst_address_in,
    output reg inst_enable_out,
    output reg[31:0] inst_data_out
);
reg[31:0] icache_data[128 - 1 : 0];
reg[9:0] icache_tag[128 - 1 : 0];
reg[128 - 1 : 0] icache_valid;
assign inst_address_out = inst_address_in;
integer i;
initial begin
    for(i = 0 ; i < 128 ; i = i + 1)begin
        icache_valid[i] <= 0;
        end
end
always @(*) begin
    if(rst_in == 1'b1 || !inst_read_in)begin
        inst_enable_out = 1'b0;
        inst_read_out = 1'b0;
        inst_data_out = 32'b0;
    end else if(icache_tag[inst_address_in[6:0]] == inst_address_in[16:7] && icache_valid[inst_address_in[6:0]])begin
        inst_enable_out = 1'b1;
        inst_read_out = 1'b0;
        inst_data_out = icache_data[inst_address_in[6:0]];
    end else if(inst_enable_in == 1'b1)begin
        inst_enable_out = 1'b1;
        inst_read_out = 1'b0;
        inst_data_out = inst_data_in;
    end else if(!inst_busy_in)begin
        inst_enable_out = 1'b0;
        inst_read_out = 1'b1;
        inst_data_out = 32'b0;
    end else begin
        inst_enable_out = 1'b0;
        inst_read_out = 1'b0;
        inst_data_out = 32'b0;
    end
end
always @(posedge clk_in) begin
    if(rst_in == 1'b1)begin
        icache_valid <= 0;
    end else if(inst_enable_in == 1'b1)begin 
        icache_valid[inst_address_in[6:0]] <= 1'b1;
        icache_tag[inst_address_in[6:0]] <= inst_address_in[16:7];
        icache_data[inst_address_in[6:0]] <= inst_data_in;
    end
end
endmodule
==> /design/flow/run.sh <==
#!/bin/bash
# OpenROAD 26Q1-2900-gdf79404cd8, Yosys 0.63+post, stock flow scripts
make -C /OpenROAD-flow-scripts/flow DESIGN_CONFIG=/design/flow/config.mk WORK_HOME=/design/flow/orfs finish
==> /design/flow/config.mk <==
export PLATFORM = sky130hd
export DESIGN_NAME = ICACHE
export DESIGN_NICKNAME = ICACHE
export VERILOG_FILES = /design/flow/design.v
export SDC_FILE = /design/flow/constraint.sdc
export NUM_CORES = 4
export LEC_CHECK = 1
export CORE_UTILIZATION = 30
export SYNTH_MEMORY_MAX_BITS = 65536
==> /design/flow/constraint.sdc <==
current_design ICACHE

set clk_period 28.8
set clk_io_pct 0.2

create_clock -name clk0 -period $clk_period [get_ports {clk_in}]

set non_clock_inputs [all_inputs -no_clocks]
set_input_delay [expr $clk_period * $clk_io_pct] -clock clk0 $non_clock_inputs
set_output_delay [expr $clk_period * $clk_io_pct] -clock clk0 [all_outputs]
==> results.cfg <==
; implementation run metrics
[setup_path]
critPathMaxFanout = 42
worst-path-buf-inv = 8
path_class = primary input to primary output
path_cells = buf_8 -> buf_4 -> buf_4 -> nor2_4 -> nand2_4 -> buf_4 -> buf_4 -> buf_4 -> o221ai_1 -> nor3_1 -> o22ai_1 -> buf_4 -> nor3_1 -> nand4_1 -> mux2i_1 -> clkdlybuf4s50_1
endpoint_kind = primary output
crit_slowest_cell = nor3_1
slowest_delay_ps = 1040
r2r_slack_ps = 28140
cpLargestDelayFamily = buffers and inverters
worst_path_most_repeated_cell = buf_4
crit_required_ps = 23040
startpoint_type = primary input
cp_data_arrival_time_ps = 13710

[timing]
period_needed_ps = 19470
rsz0062_at_grt = no
finalSetupTns_ps = 0
finalHoldViolations = 0
finalMaxSlewViolations = 22
layout_setup_ws_ps = 9330
fin_crit_sh_pct = 67.6
finalHoldWorstSlack_ps = 456
setup_viol = 0
maxSlewHeadroom_pct = -21.2
skew_ps = 0
timing.fmax_mhz = 51.4
tightest_slew_ps = 1800

[global_routing]
grt_max_degree = 130
grt_pass1_vias = 128000
grt-ovfl-total = 0
grt_first_pass_wirelength_um = 1080000
grt_usage_pct = 24.7
antenna_found_initial = 74

[floorplanning]
die.size.y_um = 827
ios = 135
fp.dieW_um = 827
rows = 302
chipArea_um2 = 683000
fp_util_pct = 30.1
design.core.area_um2 = 677000

[logic_synthesis]
top_cell_area_share_pct = 79.1
netlist_area_um2 = 204000
yosys-top-cells-count = edfxtp_1 (5,376), o22ai_1 (1,473), nor2_1 (491)
yosys.stat.seqShare_pct = 80.4
async_reset_ff_share_pct = 0
yosysWarnings = 1
yosysTopAreaCell = edfxtp_1
synth.distinct_cells = 77
top_cell = edfxtp_1
topCellsByArea = edfxtp_1 (79%), o22ai_1 (4.5%), mux4_2 (2.7%)
avgSynthCellArea_um2 = 18.3
edf_count = 5376
netlist_instances = 11200
ff_type = edfxtp_1
synth_flops = 5504
ys_chip_area_um2 = 204000
ys_cells = 11200

[clocking]
clk_latency_ps = 1100
hold_buffers = 0
clkTransAtPathRegs_ps = 50
cts_max_level = 6
cts_buffers = 538
post_cts_resized = 0
cts_root_buf = clkbuf_16
cts_setup_buffers = 0
cts_num_sinks = 5504
cts_tree = built
clk_path_buf_depth = 4

[detailed_routing]
firstDrtPassIters = 6
avgRoutedWirePerCell_um = 37.9
routed_via_density = 5.84
drcViolationCount = 0
num_vias = 124000
drt_iter0_drc = 10800
ant_nets = 0
drt-total-wl_um = 804000

[status]
violations = capacitance limit, slew limit
status = finished with violations

[job]
tool_warnings = 33
maxCapViolations = 5

[finish]
syn_to_final_growth_pct = 16.0
final_layout_size_suffix_gt1_share_pct = 18.7
fillers = 62200
fin_area_um2 = 237000

[min_path]
hold_class = register to register

[place]
port_buffers = 104
postPlaceCellArea_um2 = 220000
pre_cts_ws_ps = 9700
gp_congestion = 1.00
dp_hpwl_um = 478000

[power_and_ir_drop]
power.density_nw_per_um2 = 69.9
p_leak_nw = 72.3
p_total_mw = 16.6
vdd.ir_drop.worst_uv = 67.3
[logic make-up after synthesis]
logic type | synth area share (%)
mux | 5.48
compound gates | 9.53
flops | 80.4
fa+ha+maj | 0.0245
buf+inv | 1.80
simple gates | 2.73
xor+xnor | 0.0601
[path summary, 6_finish.rpt]
path                  endpoint  cells after the start               start
max          inst_data_out[14]                     16  inst_address_in[1]
min          icache_valid[117]                      2   icache_valid[117]
max reg2reg   icache_valid[80]                      2    icache_valid[80]
min reg2reg  icache_valid[117]                      2   icache_valid[117]
[tightest hold or removal path: cells and delay by family (launching register included)]
family / cells / cell delay (ps)
flops: 1 / 320
simple gates: 1 / 60
compound gates: 1 / 40
[where the power goes]
part / switching [mW] / internal (mW) / total, mW / leakage (nW)
registers: 0.00404 / 8.80 / 8.80 / 49.3
clock network: 3.04 / 3.77 / 6.82 / 8.08
logic: 0.708 / 0.228 / 0.936 / 14.9
[layout make-up]
class / instances / area, µm² / area share, %
Clock inverter: 260 / 2280 / 0.964
Inverter: 10 / 52.6 / 0.0222
Clock buffer: 679 / 14300 / 6.06
Timing Repair Buffer: 865 / 6810 / 2.88
Antenna cell: 96 / 240 / 0.101
Tap cell: 8968 / 11200 / 4.74
Sequential cell: 5504 / 164000 / 69.3
Multi-Input combinational cell: 4857 / 37800 / 16.0
[metal layers]
| layer | part of all wire [%] | vias to the layer above | global-route usage (%) | routed length [µm] |
|---|---|---|---|---|
| met3 | 24 | 2470 | 26.6 | 191000 |
| met2 | 41 | 12700 | 32.3 | 330000 |
| met4 | 7.1 | 175 | 13.6 | 56700 |
| met5 | 0.90 | - | 11.0 | 7220 |
| met1 | 27 | 60500 | 22.0 | 219000 |
| li1 | - | 48200 | - | - |
[stage by stage]
step	util, %	std cells
final	35.0	21200
after CTS	34.9	21100
after global routing	34.9	21200
after global placement	32.5	20200
after detailed placement	32.5	20200
after floorplan	-	11200
[layout by cell type, fill, tap and decap left out, types with 157 or more instances in the layout]
cell       Yosys  routed
nor2_1       491     350
edfxtp_1    5376    5376
buf_4         76     791
mux2i_1      240     240
o22a_1       163     163
nor3_1       190     185
a21oi_1      343     340
o221ai_1     317     317
nor4_1       176     164
mux2_2       282     282
mux4_2       249     249
o22ai_1     1473    1470
clkbuf_16      0     554
nand2_1      191     157
[state kept, by name, indices dropped and copies added (netlist names)]
register and count:
icache_data 4096, icache_tag 1280, icache_valid 128
Power is estimated from default activity; no workload was simulated.
